==> design/flow/design.v <==
`timescale 1ns / 1ps
module ALU_Mux_A(
    input [3:0] select,
    input [17:0] dout1_idr, dout_mdr, 
    dout_rcol, dout_rrow, dout_ri, dout_rj, dout_rtotal, dout_address, dout_rbnd, dout_rcoltemp,
    output [17:0] alu_a
);
parameter 
idr1_sel = 4'b0001,
mdr_sel  = 4'b0010,
rcol_sel = 4'b0011,
rrow_sel = 4'b0100,
ri_sel   = 4'b0101,
rj_sel   = 4'b0110,
rtotal_sel   = 4'b0111,
raddress_sel = 4'b1000,
rbnd_sel     = 4'b1001,
rcoltemp_sel = 4'b1010;
assign alu_a = (select == idr1_sel)? dout1_idr:
               (select == mdr_sel)? dout_mdr:
               (select == rcol_sel)? dout_rcol:
               (select == rrow_sel)? dout_rrow:
               (select == ri_sel)? dout_ri:
               (select == rj_sel)? dout_rj:
               (select == rtotal_sel)? dout_rtotal:
               (select == raddress_sel)? dout_address:
               (select == rbnd_sel)? dout_rbnd:
               (select == rcoltemp_sel)? dout_rcoltemp:
               18'b0;
endmodule 
==> design/flow/run.sh <==
#!/bin/bash
# OpenROAD 26Q1-2900-gdf79404cd8, Yosys 0.63+post, stock flow scripts
make -C /OpenROAD-flow-scripts/flow DESIGN_CONFIG=/design/flow/config.mk WORK_HOME=/design/flow/orfs finish
==> design/flow/config.mk <==
export PLATFORM = sky130hd
export DESIGN_NAME = ALU_Mux_A
export DESIGN_NICKNAME = ALU_Mux_A
export VERILOG_FILES = /design/flow/design.v
export SDC_FILE = /design/flow/constraint.sdc
export NUM_CORES = 4
export LEC_CHECK = 1
export CORE_AREA = 10 10 94 94
export DIE_AREA = 0 0 104 104
==> design/flow/constraint.sdc <==
current_design ALU_Mux_A

set clk_period 4.1
set clk_io_pct 0.2

create_clock -name clk0 -period $clk_period

set non_clock_inputs [all_inputs -no_clocks]
set_input_delay [expr $clk_period * $clk_io_pct] -clock clk0 $non_clock_inputs
set_output_delay [expr $clk_period * $clk_io_pct] -clock clk0 [all_outputs]
==> impl_summary.log <==
[flow] summary of implementation run
INFO  metric worst-path-max-fanout = 9
INFO  metric cp.arrival = ~2900 ps
INFO  metric timing_worst_setup_path_type = primary input to output port
INFO  metric worst_ir_drop_vdd = between 0.04 and 0.05 mV
INFO  metric hold_class = primary input to output port
INFO  metric first_global_vias = 3076
INFO  metric fp_util = approximately 28%
INFO  metric cts_hold_buffers = 0
INFO  metric post-route-min-period = about 3800 ps
INFO  metric crit_required = approximately 3300 ps
INFO  metric max_freq = around 270 MHz
INFO  metric aoi_share = 53.8%
INFO  metric yosys.cell_types.count = 37
INFO  metric synth-simple-area-share = around 17%
INFO  metric critPathMostFrequentCell = clkdlybuf4s50_1
INFO  metric global_route.overflow_total = 0
INFO  metric grt_pass1_wl = roughly 17000 µm
INFO  metric ys_chip_area = 0.00193 mm²
INFO  metric critPathBufInv = 3
INFO  metric register_area = 0 µm²
INFO  metric routed_wirelength = 11100 µm
INFO  metric finalCritPeriodShare = between 90% and 100%
INFO  metric dr.pass1.iters = 5
INFO  metric rows = 30
INFO  metric top_logic_cells_by_instance_count_in_the_layout = clkdlybuf4s50_1, nand2_1, o21ai_0
INFO  metric wl_met3 = 774 µm
INFO  metric slew_violations = 0
INFO  metric grt_start_max_net_pins = 28
INFO  metric detailed_route_iter0_violations = roughly 110
INFO  metric cp_cell_sequence = clkdlybuf4s50_1 > nor2b_1 > buf_4 > o21a_1 > a21oi_1 > o21ai_0 > a22oi_1 > clkdlybuf4s50_1
INFO  metric die_area = 0.0108 mm²
INFO  metric dr_wl_met2 = 5670 µm
INFO  metric mappedNetlistArea = between 0.0015 and 0.002 mm²
INFO  metric rsz0062_at_grt = no
INFO  metric areaGrowthSynthToFinish = 105%
INFO  metric gpl.final_weighted_congestion = approximately 0.85
INFO  metric antenna_found_initial = 0
INFO  metric yosys.stat.seqShare = 0%
INFO  metric setup_total_neg_slack = 0 ps
INFO  metric leakagePower = around 1.5 nW
INFO  metric ys_cells = roughly 290
INFO  metric log.warning_count = 33
INFO  metric crit_family = buffers and inverters
INFO  metric post_layout_nonfiller_instances = around 570
INFO  metric detailed_place_hpwl = between 9000 and 10000 µm
INFO  metric timing.slew.headroom = roughly three fifths
INFO  metric synth_xor_xnor_area_share = 0%
INFO  metric i_o_pin_count = ~200
INFO  metric avgSynthCellArea = about 6.6 µm²
INFO  metric num_vias = roughly 3000
INFO  metric timing.final.setup_violations = 0
INFO  metric critPathSlowestCell = clkdlybuf4s50_1
INFO  metric synth.top_cells.by_area = mux2i_1, o22ai_1, a221o_1
INFO  metric routedWlPerCell = ~19 µm
INFO  metric combinational_family_with_the_most_area_after_synthesis = AND-OR/OR-AND gates
INFO  metric portion_of_netlist_area_occupied_by_mux_cells = 16.3%
INFO  metric antennaDiodeCount = 0
INFO  metric fin_total_pwr = 0.000419 W
INFO  metric cts_setup_buffers = 0
INFO  metric cts_repair_resize_count = 0
INFO  metric top_layer_used = met4
INFO  metric finalHoldViolations = 0
INFO  metric critical_path.startpoint_type = primary input
INFO  metric maxCapViolCount = 0
INFO  metric syn_inst = 290
INFO  metric overall_die_height = approximately 100 µm
INFO  metric hold-worst-slack = 2650 ps
INFO  metric n_sequential_cell = 0
INFO  metric synth_top_cell_by_area = mux2i_1
INFO  metric buffer_ports.inserted = around 200
INFO  metric cp_slowest_stage_delay = 550 ps
INFO  metric ant_nets = 0
INFO  metric netlist.area_leader.share = under 10%
INFO  metric detail_route.vias_per_cell = 5.27
INFO  metric synth_warnings = 0
INFO  metric die-width = 104 µm
INFO  metric status = completed
INFO  metric ys_sh_adder = 0%
INFO  metric layout_top_cell_excl_fill_tap = clkdlybuf4s50_1
INFO  metric final_layout_size_suffix_gt1_share = under 10%
INFO  metric layout.clock_buffers = 0
INFO  metric drt-met1-wl = ~4600 µm
INFO  metric pwr_dens = 106 mW/mm²
INFO  metric worst_slew_pin_slew = about 610 ps
INFO  metric endpoint_kind = output port
INFO  metric grt_use_total = between 10% and 20%
INFO  metric post-route-drc-count = 0
INFO  metric placed_cells_incl_taps = 570
INFO  metric fp.coreArea = approximately 0.0068 mm²
synthesized netlist by cell type:
cell type / count
a211oi_1: 11
a21o_1: 13
a21oi_1: 24
a221o_1: 15
a22o_1: 3
a22oi_1: 18
a2bb2oi_1: 2
a31oi_1: 2
a32o_1: 3
buf_12: 1
buf_2: 9
buf_4: 8
buf_6: 6
clkbuf_1: 9
clkbuf_2: 1
inv_1: 4
inv_2: 1
mux2_2: 11
mux2i_1: 19
nand2_1: 30
nand2_4: 1
nand2b_1: 4
nand3_1: 3
nand3b_1: 4
nor2_1: 17
nor2_2: 1
nor2b_1: 4
nor2b_4: 1
nor3_1: 1
nor3b_4: 1
o211ai_1: 1
o21a_1: 1
o21ai_0: 29
o21ai_1: 4
o221ai_1: 2
o22ai_1: 25
o32a_1: 1
path summary, 6_finish.rpt:
kind	startpoint	to	slack (ps)	cells after the start
hold / removal	select[3]	alu_a[16]	2650	4
setup / recovery	select[2]	alu_a[16]	340	8
kinds of logic after synthesis:
family,count (synthesis)
buffers and inverters,39
and+or+nand+nor,67
muxes,30
AOI/OAI and AO/OA,154
stage by stage:
| step | setup slack, ps | utilization (%) | cell area [µm²] |
|---|---|---|---|
| after floorplan | 1510 | - | 1930 |
| after global placement | 321 | 57.7 | 3950 |
| after detailed placement | 333 | 57.7 | 3950 |
| after CTS | 327 | 57.7 | 3950 |
| after global routing | 171 | 57.7 | 3950 |
| final | 339 | 57.7 | 3950 |
worst min-delay path: stages:
cell             delay [ps]
buf_2                   260
o21ai_0                 220
a22oi_1                 100
clkdlybuf4s50_1         420
power breakdown:
part / internal [W] / switching (W) / total, W / leakage (nW)
registers: 0 / 0 / 0 / 0
clock network: 0 / 0 / 0 / 0
logic: 0.000274 / 0.000145 / 0.000419 / 1.51
total: 0.000274 / 0.000145 / 0.000419 / 1.51
layout make-up:
type | count | area, µm²
multi-input cells | 251 | 1680
well taps | 96 | 120
repair buffers | 218 | 2130
fillers | 648 | 2890
inverters | 5 | 18.8
metal layers:
| layer | vias up | global-route usage (%) |
|---|---|---|
| met5 | - | 0 |
| met4 | 0 | 0 |
| met3 | 2 | 4.57 |
| met2 | 132 | 35.3 |
| met1 | 1360 | 22.5 |
| li1 | 1511 | - |
Power and IR drop assume default switching activity.
