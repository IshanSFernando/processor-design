### flow/run.sh
#!/bin/bash
# OpenROAD 26Q1-2900-gdf79404cd8, Yosys 0.63+post, stock flow scripts
make -C /OpenROAD-flow-scripts/flow DESIGN_CONFIG=/design/flow/config.mk WORK_HOME=/design/flow/orfs finish
### flow/constraint.sdc
current_design ALU

set clk_period 67.5
set clk_io_pct 0.2

create_clock -name clk0 -period $clk_period [get_ports {clk}]

set non_clock_inputs [all_inputs -no_clocks]
set_input_delay [expr $clk_period * $clk_io_pct] -clock clk0 $non_clock_inputs
set_output_delay [expr $clk_period * $clk_io_pct] -clock clk0 [all_outputs]
### flow/config.mk
export PLATFORM = sky130hd
export DESIGN_NAME = ALU
export DESIGN_NICKNAME = ALU
export VERILOG_FILES = /design/flow/design.v
export SDC_FILE = /design/flow/constraint.sdc
export NUM_CORES = 4
export LEC_CHECK = 1
export CORE_UTILIZATION = 30
### flow/design.v
`timescale 1ns / 1ps
module ALU(
    input clk,
    input [3:0] alu_sel,
    input [17:0] a,b,
    output reg[17:0] c,
    output lsb,neg
);
always @(posedge clk) begin
    case(alu_sel)
    4'b0001: c <= a;
    4'b0010: c <= b;
    4'b0011: c <= b+1;
    4'b0100: c <= b+2;
    4'b0101: c <= b+3;
    4'b0110: c <= b-1;
    4'b0111: c <= b-2;
    4'b1000: c <= b-3;
    4'b1001: c <= b+a;
    4'b1010: c <= b-a;
    4'b1011: c <= b*a;
    4'b1100: c <= b/a;
    4'b1101: c <= {a[8:0],b[8:0]};
    default: c <= c;
    endcase
end
assign lsb = c[0];
assign neg = c[17];
endmodule
==> results.toml <==
# synthesis and place-and-route metrics
[logic_synthesis]
yosys.stat.seqShare_pct = 3.15
yosysMostFrequentCell = "ha_1"
synthAdderAreaFrac_pct = 32.0
yosysChipArea_sq_um = 17200
ys_ff = 18
syn_area_sq_um = 17200
synthTopLogicFamily = "adder cells"
yosysWarnings = 1
ys_types = 97
top_cell_area_share_pct = 19.1
synth_top_flop_cell = "edfxtp_1"
async_reset_ff_share_pct = 0
synth.cellmix.xorXnorShare_pct = 7.34
synth_area_leader_cell = "ha_1"
ys_sh_simple_pct = 22.7
synth.mux.area_fraction_pct = 2.27
synth_cells = 2359
ys_cells = 2359
area_leaders = "ha_1, fa_1, nand2_1, xnor2_1, nor2_1"
edf_count = 18
common_cells = "ha_1, nand2_1, nor2_1"
syn_area_per_cell_sq_um = 7.28
yosys.area_share.aoi_pct = 25.2

[worst_setup_path]
required_ps = 67480
cp_common_cell = "ha_1"
critical_path_class = "primary input to flip-flop"
cp_max_fo = 21
slowest_stage = "o31a_1"
cp-end-kind = "flip-flop"
slowest_delay_ps = 780
cp-start-kind = "primary input"
arrival_ps = 51060

[placement]
numPortBuffers = 60
dp_cells = 3133
dp_slack_ps = 16780
gp_congestion = 0.994
dp_hpwl_mm = 45.9

[hold_path]
hold_end = "c[4]$_DFFE_PP_"
hp-class = "primary input to flip-flop"
worstHoldStart = "a[4]"
hold_depth = 4

[pwr]
pwr_density_cell_nw_per_um2 = 20.4
peakVddDrop_mv = 0.0318
leakage_nw = 8.51
finalPower_mw = 0.385

[cts]
cts_tree = "done"
cts_buffer_depth = 2
cts_root_buf = "clkbuf_16"
cts_htree_levels = 1
cts_resized = 0
clk_pin_slew_ps = 50
hold_buffers = 0
numClockSinks = 18
postCtsSetupRepairBufs = 0
cts_made_buffers = 3

[layout]
nFillCells = 5984
drive_gt1_share_pct = 5.84
largestRegisters = "c x18"
area_growth_pct = 9.77
layout.cells.non_filler = 3136
top_register = "c"
largest_reg_flops = 18

[timing]
setup_ws_ps = 16420
tns_ps = 0
final_max_slew_viol_count = 0
tightest_slew_ps = 914
hold_viol = 0
setup_viol = 0
fmaxAchievable_ghz = 0.0196
relSlewSlack_pct = 38.6
finalClockPeriodUsage_pct = 75.7
fin_crit_ps = 51080
rsz0062_at_grt = "no"

[floorplan]
fp_util_pct = 30.4
core_sq_um = 56500
die_width_microns = 241
num_io_pins = 61
fp.dieH_microns = 241
row_count = 87
chip_area_sq_um = 58200

[route]
via_per_inst = 5.55
drt-initial-drc-count = 1574
wl_mm = 59.8
antenna-diode-count = 0
drt-pass1-iter-count = 6
post_drt_wl_per_cell_microns = 19.1
postRouteAntennaNets = 0
drc = 0
route.vias.total = 17397

[grt]
track_usage_pct = 21.2
first_global_vias = 15877
grt_max_degree = 39
grt_first_pass_wirelength_mm = 92.4
antenna_found_initial = 4
grt_overflow = 0

[run]
warnings = 30
drv_cap = 0

[outcome]
status = "complete, no violations"
layout by cell type, fill, tap and decap left out, types with 16 or more instances in the layout:
cell,n
ha_1,262
nand2_1,253
nor2_1,236
inv_1,219
a21oi_1,148
fa_1,111
o21ai_0,109
xnor2_1,105
nor3_1,90
buf_4,63
clkdlybuf4s50_1,60
o21a_1,58
nand3_1,45
and2_1,39
a21o_1,39
xor2_1,39
a211oi_1,38
or3_1,33
o211ai_1,26
nand2b_1,25
nor2b_1,23
mux2_2,23
a221oi_1,21
o31ai_1,19
and3_1,19
or2_2,18
edfxtp_1,18
a31oi_1,16
routing by layer:
metal / wire (microns) / GRT usage, %
met1: 28500 / 33.3
met4: 1600 / 4.32
met5: 41 / 0
met2: 24300 / 30.5
met3: 5350 / 3.58
cells by family (layout without fill, tap and decap cells):
logic type,after synthesis,in the layout
AOI/OAI and AO/OA,630,630
and+or+nand+nor,833,833
muxes,35,35
adders and majority gates,373,373
buffers and inverters,326,347
DFF,18,18
xor gates and xnor gates,144,144
critical path: cells and delay by family:
family	cells	cell delay, ps
AOI/OAI and AO/OA	67	19920
and+or+nand+nor	39	9810
adders and majority gates	17	5130
buffers and inverters	6	1480
muxes	3	1150
worst max-delay path by stage:
| stage | from | endpoint | slack (ps) | cells after the start |
|---|---|---|---|---|
| CTS | a[16] | c[0]$_DFFE_PP_ | 16950 | 135 |
| global route | a[16] | c[0]$_DFFE_PP_ | 13720 | 135 |
| finish | a[16] | c[0]$_DFFE_PP_ | 16420 | 132 |
final cells by class:
| cell class | instances | area [sq um] | share of cell area, % |
|---|---|---|---|
| clock buffer | 3 | 75.1 | 0.398 |
| timing repair buffer | 123 | 1070 | 5.69 |
| tap | 756 | 946 | 5.02 |
| sequential | 18 | 541 | 2.87 |
| inverter | 221 | 830 | 4.40 |
| multi-input combinational | 2015 | 15400 | 81.6 |
report_power, final:
part,total [mW],internal (mW),switching (mW)
logic,0.356,0.154,0.203
registers,0.0176,0.0166,0.000991
clock network,0.0112,0.00776,0.00346
through the flow:
| stage | hold slack (ps) | instance area (sq um) | util, % |
|---|---|---|---|
| 3_3_place_gp | 14230 | 18800 | 33.2 |
| 2_1_floorplan | 13770 | 17200 | - |
| 5_1_grt | 14260 | 18900 | 33.4 |
| 3_5_place_dp | 14230 | 18800 | 33.2 |
| 4_1_cts | 14250 | 18900 | 33.4 |
| 6_report | 14260 | 18900 | 33.4 |
