## flow/design.v

```verilog
module control_unit(
input clk,
input N_flag,
input lsb,
input [8:0] addr,  
input [8:0] IR,  
output reg [35:0] MIR
);
reg [35:0] ROM[0:75];  
reg [3:0] mux_sel;
parameter FETCH4 = 9'd3;
parameter JUMPLSB = 9'd63;
parameter JUMPNLSB = 9'd67;
parameter JUMPNNEG = 9'd71;
parameter STORER3 = 9'd24;
parameter LDARC3 = 9'd13;
parameter LOAD3 = 9'd20;
parameter STACR3 = 9'd27;
parameter ADD3 = 9'd44;
parameter MULR3 = 9'd61;
parameter SUB3 = 9'd48;
parameter
Rcol = 9'b000000001,
Rrow = 9'b000000010,
Ri   = 9'b000000011, 
Rj   = 9'b000000100, 
Rtotal = 9'b000000101, 
Raddress = 9'b000000110, 
Rbnd  = 9'b000000111, 
RcolTemp = 9'b000001000;
parameter
rcol_sel = 4'b0011,
rrow_sel = 4'b0100,
ri_sel   = 4'b0101,
rj_sel   = 4'b0110,
rtotal_sel   = 4'b0111,
raddress_sel = 4'b1000,
rbnd_sel     = 4'b1001,
rcoltemp_sel = 4'b1010;
initial 
	begin
		MIR = 36'b0;
	end
always @(negedge clk)
begin
    mux_sel =   (IR == Rcol)? rcol_sel :
                (IR == Rrow)? rrow_sel :
                (IR == Ri)? ri_sel :
                (IR == Rj)? rj_sel :
                (IR == Rtotal)? rtotal_sel :
                (IR == Raddress)? raddress_sel :
                (IR == Rbnd)? rbnd_sel :
                (IR == RcolTemp)? rcoltemp_sel:  4'b0;
        case(addr)
            FETCH4 : MIR = {IR,ROM[FETCH4][26:0]};
            JUMPLSB  : if (lsb == 1'b0) MIR = {9'd64,ROM[JUMPLSB][26:0]};
                        else MIR = {9'd66,ROM[JUMPLSB][26:0]};
            JUMPNLSB  : if (lsb == 1'b1) MIR = {9'd68,ROM[JUMPNLSB][26:0]};
                        else MIR = {9'd70,ROM[JUMPNLSB][26:0]};
            JUMPNNEG  : if (N_flag == 1'b0) MIR = {9'd72,ROM[JUMPNNEG][26:0]};
                       else MIR = {9'd74,ROM[JUMPNNEG][26:0]};         
            STORER3  : MIR = {ROM[STORER3][35:18],IR[3:0],ROM[STORER3][13:0]};
            LDARC3 :  MIR = {ROM[LDARC3][35:7],mux_sel,ROM[LDARC3][2:0]};
            LOAD3  :  MIR = {ROM[LOAD3][35:7],mux_sel,ROM[LOAD3][2:0]};
            STACR3 :  MIR = {ROM[STACR3][35:7],mux_sel,ROM[STACR3][2:0]};
            ADD3   :  MIR = {ROM[ADD3][35:7],mux_sel,ROM[ADD3][2:0]};
            MULR3  :  MIR = {ROM[MULR3][35:7],mux_sel,ROM[MULR3][2:0]};
            SUB3   :  MIR = {ROM[SUB3][35:7],mux_sel,ROM[SUB3][2:0]};
            default : MIR = ROM[addr];
        endcase
	end
initial 
begin
ROM[0] =36'b000000001_010000000_0000_0_00_0000_0000_00_0;
ROM[1] =36'b000000010_000000001_0000_0_01_0000_0000_00_0;
ROM[2] =36'b000000011_010100000_0000_0_00_0000_0000_00_0;
ROM[3] =36'bXXXXXXXXX_000000000_0000_0_00_0000_0000_00_0;
ROM[4] =36'b000000101_000000001_0000_0_11_0000_0000_00_0;
ROM[5] =36'b000000110_001000001_0000_0_01_0000_0000_00_0;
ROM[6] =36'b000000111_000000000_0000_0_00_1101_0001_01_0;
ROM[7] =36'b000001000_000010000_0000_0_00_0000_0000_00_0;
ROM[8] =36'b000001001_000001000_0000_0_00_0000_0000_00_0;
ROM[9] =36'b000001010_000000000_0000_0_00_0001_0010_00_0;
ROM[10]=36'b000000000_000000010_0000_0_00_0000_0000_00_0;
ROM[11]=36'b000001100_000000001_0000_0_01_0000_0000_00_0;
ROM[12]=36'b000001101_000100000_0000_0_00_0000_0000_00_0;
ROM[13]=36'b000001110_000000000_0000_0_00_0001_XXXX_00_0;
ROM[14]=36'b000001111_000010000_0000_0_00_0000_0000_00_0;
ROM[15]=36'b000010000_000001000_0000_0_00_0000_0000_00_0;
ROM[16]=36'b000010001_000000000_0000_0_00_0001_0010_00_0;
ROM[17]=36'b000000000_000000010_0000_0_00_0000_0000_00_0;
ROM[18]=36'b000010011_000000001_0000_0_01_0000_0000_00_0;
ROM[19]=36'b000010100_000100000_0000_0_00_0000_0000_00_0;
ROM[20]=36'b000010101_000000000_0000_0_00_0001_XXXX_00_0;
ROM[21]=36'b000000000_000000010_0000_0_00_0000_0000_00_0;
ROM[22]=36'b000010111_000000001_0000_0_01_0010_0000_10_0;
ROM[23]=36'b000011000_000100000_0000_0_00_0000_0000_00_0;
ROM[24]=36'b000000000_000000000_0000_0_00_0000_0000_00_0;
ROM[25]=36'b000011010_000000001_0000_0_01_0010_0000_10_0;
ROM[26]=36'b000011011_000100100_0000_0_00_0000_0000_00_0;
ROM[27]=36'b000011100_000000000_0000_0_00_0001_XXXX_00_0;
ROM[28]=36'b000011101_000010000_0000_0_00_0000_0000_00_0;
ROM[29]=36'b000000000_000000000_0000_1_00_0000_0000_00_0;
ROM[30]=36'b000011111_000000000_0000_0_00_0011_0000_10_0;
ROM[31]=36'b000000000_000000010_0000_0_00_0000_0000_00_0;
ROM[32]=36'b000100001_000000000_0000_0_00_0100_0000_10_0;
ROM[33]=36'b000000000_000000010_0000_0_00_0000_0000_00_0;
ROM[34]=36'b000100011_000000000_0000_0_00_0101_0000_10_0;
ROM[35]=36'b000000000_000000010_0000_0_00_0000_0000_00_0;
ROM[36]=36'b000100101_000000000_0000_0_00_0110_0000_10_0;
ROM[37]=36'b000000000_000000010_0000_0_00_0000_0000_00_0;
ROM[38]=36'b000100111_000000000_0000_0_00_0111_0000_10_0;
ROM[39]=36'b000000000_000000010_0000_0_00_0000_0000_00_0;
ROM[40]=36'b000101001_000000000_0000_0_00_1000_0000_10_0;
ROM[41]=36'b000000000_000000010_0000_0_00_0000_0000_00_0;
ROM[42]=36'b000101011_000000001_0000_0_01_0000_0000_00_0;
ROM[43]=36'b000101100_000100000_0000_0_00_0000_0000_00_0;
ROM[44]=36'b000101101_000000000_0000_0_00_1001_XXXX_10_0;
ROM[45]=36'b000000000_000000010_0000_0_00_0000_0000_00_0;
ROM[46]=36'b000101111_000000001_0000_0_01_0000_0000_00_0;
ROM[47]=36'b000110000_000100000_0000_0_00_0000_0000_00_0;
ROM[48]=36'b000110001_000000000_0000_0_00_1010_XXXX_10_0;
ROM[49]=36'b000000000_000000010_0000_0_00_0000_0000_00_0;
ROM[50]=36'b000110011_000000001_0000_0_01_0000_0000_00_0;
ROM[51]=36'b000110100_000000000_0000_0_00_1011_0001_10_0;
ROM[52]=36'b000000000_000000010_0000_0_00_0000_0000_00_0;
ROM[53]=36'b000110110_000000001_0000_0_01_0000_0000_00_0;
ROM[54]=36'b000110111_000000000_0000_0_00_1100_0001_10_0;
ROM[55]=36'b000000000_000000010_0000_0_00_0000_0000_00_0;
ROM[56]=36'b000111001_000000001_0000_0_01_0000_0000_00_0;
ROM[57]=36'b000111010_000000000_0000_0_00_0001_0001_00_0;
ROM[58]=36'b000000000_000000010_0000_0_00_0000_0000_00_0;
ROM[59]=36'b000111100_000000001_0000_0_01_0000_0000_00_0;
ROM[60]=36'b000111101_000100000_0000_0_00_0000_0000_00_0;
ROM[61]=36'b000111110_000000000_0000_0_00_1011_XXXX_10_0;
ROM[62]=36'b000000000_000000010_0000_0_00_0000_0000_00_0;
ROM[63]=36'bXXXXXXXXX_000000000_0000_0_00_0000_0000_00_0;
ROM[64]=36'b001000001_000000001_0000_0_00_0000_0000_00_0;
ROM[65]=36'b000000000_100000000_0000_0_00_0000_0000_00_0;
ROM[66]=36'b000000000_000000000_0000_0_01_0000_0000_00_0;
ROM[67]=36'bXXXXXXXXX_000000000_0000_0_00_0000_0000_00_0;
ROM[68]=36'b001000101_000000001_0000_0_00_0000_0000_00_0;
ROM[69]=36'b000000000_100000000_0000_0_00_0000_0000_00_0;
ROM[70]=36'b000000000_000000000_0000_0_01_0000_0000_00_0;
ROM[71]=36'bXXXXXXXXX_000000000_0000_0_00_0000_0000_00_0;
ROM[72]=36'b001001001_000000001_0000_0_00_0000_0000_00_0;
ROM[73]=36'b000000000_100000000_0000_0_00_0000_0000_00_0;
ROM[74]=36'b000000000_000000000_0000_0_01_0000_0000_00_0;
ROM[75]=36'bXXXXXXXXX_000000000_0000_0_01_0000_0000_00_1;
end
endmodule
```

## flow/run.sh

```bash
#!/bin/bash
# OpenROAD 26Q1-2900-gdf79404cd8, Yosys 0.63+post, stock flow scripts
make -C /OpenROAD-flow-scripts/flow DESIGN_CONFIG=/design/flow/config.mk WORK_HOME=/design/flow/orfs finish
```

## flow/config.mk

```make
export PLATFORM = sky130hd
export DESIGN_NAME = control_unit
export DESIGN_NICKNAME = control_unit
export VERILOG_FILES = /design/flow/design.v
export SDC_FILE = /design/flow/constraint.sdc
export NUM_CORES = 4
export LEC_CHECK = 1
export CORE_UTILIZATION = 40
```

## flow/constraint.sdc

```tcl
current_design control_unit

set clk_period 4.3
set clk_io_pct 0.2

create_clock -name clk0 -period $clk_period [get_ports {clk}]

set non_clock_inputs [all_inputs -no_clocks]
set_input_delay [expr $clk_period * $clk_io_pct] -clock clk0 $non_clock_inputs
set_output_delay [expr $clk_period * $clk_io_pct] -clock clk0 [all_outputs]
```

==> notes.md <==
Status on the layout run. The mapped netlist covers 2482 um2. Overall die area landed at ~6500 um2. The area fraction of the largest cell type after synthesis is 0.2903.

The initialized floorplan defines 28 standard-cell rows. The worst setup path is launched from an input pin. Warning total across the stage logs landed at between 60 and 70. The OpenROAD report gives the critical path a required time of roughly 2.4 ns. Total routed wirelength landed at between 10000 and 15000 um.

The setup path with the least slack is of type in2reg. The number of cells reported by Yosys stat comes to roughly 320. Tally of unique sky130hd cells used after synthesis landed at ~64. Relative slew slack landed at 0.7250. Summed over all routing layers, the global router reports a total usage of 0.3500.

At the end of routability-driven placement, the weighted congestion stood at between 0.9 and 1. Per Yosys stat, the portion of area used by sequential elements is 0.2903. The count of buffers added on input and output ports is around 56.

Entering global routing, the biggest net connects 25 pins. The signal on the critical path passes through buf_8, buf_6, xor2_4, o22ai_4, a211oi_4, o2111ai_4, buf_4, buf_6, o31ai_4. Per the finish-stage timing summary, setup violations number 12. Grouping stages by cell kind, the critical path spends the most delay in AND-OR/OR-AND gates. Cell area power density landed at roughly 250 nW/um2.

Per STA, the library cell used most along the worst path is sky130_fd_sc_hd__buf_6. For this run, the leading register cell type out of synthesis is sky130_fd_sc_hd__dfxtp_1. The register with the most flip-flops in the layout has 36 of them. Global-route wire length before repair landed at 16740 um. Die boundary width landed at between 80 and 90 um. TritonRoute output was used to compute an average wire per cell of roughly 19 um. Worst setup margin landed at -0.1040 ns. Per the CTS log, the buffer count on the longest clock path is 2. After legalization and detailed placement, the total HPWL measured between 7000 and 8000 um. The number of placed instances, taps included, is 533. TritonCTS built the clock tree.

Looking at the critical path, the single cell with the biggest stage delay is sky130_fd_sc_hd__a211oi_4. The report puts the hold buffer count at CTS at 0. Summing internal, switching and leakage power gives approximately 1.2 mW. After detailed routing, the number of vias per cell comes to approximately 5.7. Clock net sink count landed at 36. The H-tree was split into 2 levels. In the CTS report, the clock slew at the register clock pins of the worst setup and hold paths is listed as roughly 0.04 ns. Antenna repair during routing inserted a diode count of 0.

The finished layout holds 595 standard cells, fillers aside. Total number of vias landed at 3398. The tightest min-delay check is of the in2reg type. The highest supply drop recorded on VDD is 0.2543 mV. The checks that failed: negative setup slack. Share of the core filled by cells before placement landed at 0.4168. Post-synthesis chip area from yosys landed at about 2500 um2. The synthesis report lists the Yosys warning total as 1.

The floorplan report gives the top-level pin count as ~57. Setup repair after global routing could not meet its margin everywhere. For the worst setup path, the data arrival time is around 2.5 ns. Per the final layout report, the fraction of cells sized above drive strength 1 comes to 0.3981. Number of iterations in the first detailed-routing pass landed at 5. STA classifies the critical path endpoint as a register. The critical path contains buffers and inverters numbering 4 combined. Looking at area per cell type in the netlist, the leader is sky130_fd_sc_hd__dfxtp_1. Flip-flop and latch count after synthesis landed at 36.

Per the hold report, the tightest min-delay path originates at IR[7]. The largest single stage delay on the critical path is about 0.43 ns. The via count of the first global-routing pass was 3209. Core region area landed at between 5000 and 6000 um2. Residual overflow from global routing landed at 0. Largest fanout of any net on the critical path landed at 5. STA shows the worst min-delay path finishing at MIR[34]$_DFF_N_. The run finished, with violations left. Per the CTS log, the root buffer master is sky130_fd_sc_hd__clkbuf_8.

After detailed routing, the number of remaining DRC violations is 0. Count of flip-flops with a built-in enable after synthesis landed at 0. Number of antenna violations at the first check in global routing landed at 0. Synthesis handed over a netlist of between 300 and 400 instances. Share of flip-flops with an asynchronous set or reset landed at 0.

The final hold violation count recorded for this run is 0. The script extracted a total leakage power of 2.020 nW. Count of pins over their slew limit landed at 0.

The die is approximately 81 um tall. Measured slew at the worst slew-check pin landed at 0.4111 ns. Counting the buffers created by CTS gives 5. Detailed-route iteration 0 reported a violation count of 325. A synthesized cell averages 7.662 um2.

For reference, the top cells by area after synthesis are sky130_fd_sc_hd__dfxtp_1 29%, sky130_fd_sc_hd__a21oi_1 4.8%, sky130_fd_sc_hd__o21ai_0 4.8%. Max-cap violation count landed at 0. The worst hold path was traced through 2 stages. The detail route stage leaves a number of antenna-violating nets equal to 0. The area growth from synthesis to layout is 88.26%.
[metal layers]
| metal | up-vias | global-route usage | part of all wire |
|---|---|---|---|
| met4 | 0 | 0.1429 | 0.032 |
| met2 | 189 | 0.5203 | 0.44 |
| met1 | 1579 | 0.4967 | 0.45 |
| li1 | 1597 | - | - |
| met5 | - | 0.008333 | 0 |
| met3 | 33 | 0.07412 | 0.081 |
[stage by stage]
stage / hold slack, ns / setup slack, ns / cell area, um2 / TNS, ns / util
final: 3.006 / -0.1040 / 4673 / -0.6179 / 0.7847
after global routing: 3.022 / -0.1458 / 4673 / -1.243 / 0.7847
after CTS: 3.022 / -0.1381 / 4588 / -2.095 / 0.7704
after detailed placement: 3.611 / -1.019 / 3941 / -28.48 / 0.6618
after global placement: 3.615 / -0.9554 / 3941 / -27.58 / 0.6618
after floorplan: 3.087 / -0.1337 / 2641 / -1.396 / -
[cells in the final DEF (no fill, tap or decap), types with 4 or more instances in the layout]
cell,n
sky130_fd_sc_hd__nand2b_1,7
sky130_fd_sc_hd__nor2_1,17
sky130_fd_sc_hd__clkbuf_8,5
sky130_fd_sc_hd__a221oi_1,4
sky130_fd_sc_hd__mux2i_1,6
sky130_fd_sc_hd__dfxtp_1,36
sky130_fd_sc_hd__nand2_2,4
sky130_fd_sc_hd__buf_4,105
sky130_fd_sc_hd__nor4_1,5
sky130_fd_sc_hd__o211ai_1,7
sky130_fd_sc_hd__and2_1,5
sky130_fd_sc_hd__nor3_2,6
sky130_fd_sc_hd__inv_1,47
sky130_fd_sc_hd__a21oi_2,6
sky130_fd_sc_hd__nand2_1,19
sky130_fd_sc_hd__nand3b_1,5
sky130_fd_sc_hd__dlygate4sd2_1,6
sky130_fd_sc_hd__nor2b_1,9
sky130_fd_sc_hd__nand3_1,7
sky130_fd_sc_hd__nor3_1,7
sky130_fd_sc_hd__buf_6,18
sky130_fd_sc_hd__o21ai_0,23
sky130_fd_sc_hd__nor2b_2,4
sky130_fd_sc_hd__clkdlybuf4s50_1,43
sky130_fd_sc_hd__a21oi_1,18
[Yosys cell counts (all sizes together), types with 2 or more instances]
master	n
dfxtp	36
o21ai	27
a21oi	24
nand2	23
nor2	21
buf	15
nor3	15
inv	14
nor2b	13
clkbuf	12
nand2b	9
nand3	9
nor4	8
o211ai	8
and2	6
ha	6
mux2i	6
nand3b	5
o31ai	5
a221oi	4
a211oi	3
a21o	3
a32oi	3
and3	3
o221ai	3
o22ai	3
or4	3
a2111oi	2
a211o	2
a21boi	2
a22oi	2
a2bb2oi	2
nor3b	2
o2bb2ai	2
o311ai	2
o41ai	2
or3b	2
xor2	2
[worst max-delay path by stage]
| stage | start | endpoint | slack [ns] | cells after the start |
|---|---|---|---|---|
| CTS | addr[0] | MIR[10]$_DFF_N_ | -0.14 | 10 |
| global route | addr[1] | MIR[23]$_DFF_N_ | -0.15 | 9 |
| finish | addr[4] | MIR[7]$_DFF_N_ | -0.10 | 9 |
[final cells by class]
class                           count  area [um2]
Multi-Input combinational cell    248        1986
Timing Repair Buffer              179        1559
Fill cell                         362        1282
Sequential cell                    36       720.7
Clock inverter                     39       175.2
Tap cell                           75       93.84
Inverter                           13       70.07
Clock buffer                        5       68.82
[cells by family after synthesis]
group | share of synthesized area
AND-OR/OR-AND | 0.3044
XOR/XNOR | 0.01059
adder cells (fa/ha/maj) | 0.03024
buffers and inverters | 0.07208
flip-flops | 0.2903
multiplexers | 0.02419
AND/OR/NAND/NOR | 0.2682
[timing repair]
action                                  in CTS  in global routing
gates cloned                                 2                  0
pin swaps                                   29                 17
hold endpoints to repair                     0                  0
buffers inserted                            18                  4
endpoints found under the setup margin      36                 28
resized                                     91                 27
[report_power, final]
part	internal (mW)	leakage [nW]	switching, mW	total, mW
combinational	0.173	1.47	0.166	0.338
clock	0.216	0.252	0.248	0.464
sequential	0.350	0.294	0.00347	0.353
Power is estimated from default activity; no workload was simulated.
